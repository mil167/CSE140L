$ cat ./design.v
`timescale 1ns / 1ps
module alu(A,B,C,S0,S1,OUT);
	input [7:0]A,B,C;
	input S0,S1;
	output [15:0]OUT;
	reg [15:0]OUT;
	wire [1:0]sel;
	always@(A or B or C or S0 or S1) begin
		case(S0)
			0: case(S1)
					0: OUT = A * B;
					1: OUT = A - C;
				endcase 
			1: case(S1)
					0: OUT = ((A ~^ B)~^ C);
					1: if(A[0] == 1) begin 
							OUT = B + C;
						end else begin 
							OUT = B - C;
						end
				endcase 
		endcase 
	end 
endmodule 
$ cat ./run.sh
#!/bin/bash
# OpenROAD 26Q1-2900-gdf79404cd8, Yosys 0.63+post, stock flow scripts
make -C /OpenROAD-flow-scripts/flow DESIGN_CONFIG=/design/flow/config.mk WORK_HOME=/design/flow/orfs finish
$ cat ./config.mk
export PLATFORM = sky130hd
export DESIGN_NAME = alu
export DESIGN_NICKNAME = alu
export VERILOG_FILES = /design/flow/design.v
export SDC_FILE = /design/flow/constraint.sdc
export NUM_CORES = 4
export LEC_CHECK = 1
export CORE_UTILIZATION = 30
$ cat ./constraint.sdc
current_design alu

set clk_period 7.0
set clk_io_pct 0.2

create_clock -name clk0 -period $clk_period

set non_clock_inputs [all_inputs -no_clocks]
set_input_delay [expr $clk_period * $clk_io_pct] -clock clk0 $non_clock_inputs
set_output_delay [expr $clk_period * $clk_io_pct] -clock clk0 [all_outputs]
==> design notes <==
The critical path in this run is classified as input pin to output port. The total leakage power was 2.20 nW. Looking at the max-slew report, the worst-margin pin has a slew of 0.620 ns. The post-synthesis mux area share was 3.91%; the count of yosys warnings during synthesis was 1. The prevailing logic family in the synthesized netlist is adder cells. Looking at the power breakdown, sequential logic takes 0% of the total. STA classifies the critical path startpoint as an input pin. Per STA, the library cell used most along the worst path is sky130_fd_sc_hd__buf_4. Dividing total power by cell area gives a power density of 188 mW/mm^2. On the worst path, the slowest cell contributes a delay of 0.52 ns. The launch instance of the worst min-delay path is A[0].

The average via count per standard cell was 4.71. After Yosys synthesis, XOR and XNOR cells account for 7.48% of the synthesized area. The run gives 4 as the total iterations of the first detailed-routing run. In the final layout, the share of cells above drive strength 1 is 23.6%.

The wire length recorded after detailed routing is 8190 um. First-pass GRT wire length: 13,900 um. The logs give 7270 um for the sum of net half-perimeters after detailed placement and 845 uW for the power consumption.

Sorting the synthesized cells by how often they occur yields sky130_fd_sc_hd__ha_1 (68), sky130_fd_sc_hd__inv_1 (65), sky130_fd_sc_hd__and2_1 (43). Area share of the leading cell type in the synthesized netlist: 25.1%. The number of I/O pins is 42, and the data arrival time of the worst path is 5.41 ns. Per the timing report, the achievable frequency comes out to 147 MHz.

Data on the critical path is required at its endpoint by 5.60 ns. The highest metal layer carrying signal wires in the routed design is met4. The run gives 0% for the clock network power share. The detailed-route wire length on metal 1 is 3890 um. The tools report the type of element capturing the critical path as an output port. Sequential cells placed in the final layout were counted as 0. Measured along the y axis, the die boundary spans 108 um.

Across all checked pins, the minimum headroom to the slew limit is 58.5%. The final period demand of the worst path works out to 6.81 ns. The number of antenna violations at the first check in global routing is 0.

The chip area in the Yosys report is 0.00340 mm^2. Looking at the gate-level netlist, the highest instance count belongs to sky130_fd_sc_hd__ha_1. The area growth from synthesis to final layout works out to 32.3%.

In the hold report, the worst path ends at OUT[8]. The post-route fraction of the period consumed by the critical path is 97.3%. The portion of the post-synthesis area used by sequential elements was 0%; the core utilization at floorplan was 31.1%.

The first routing iteration left 96 violations. Across the run, the number of max-cap violations was 0. Leaving out filler cells and counting taps, the final layout contains 627. In the routed netlist, the antenna diode instances number 0. The hold buffer count at CTS is 0. For this run the aggregate overflow at the end of global routing stands at 0.

Compound-cell area share of the yosys netlist: 14.1%. The tools report the total via count in the routed design as 2,953. Net switching is 46.7% of the power. Per STA, the worst path is made up of buf_4 > buf_4 > ha_2 > fa_2 > fa_1 > ha_1 > inv_1 > fa_1 > inv_1 > ha_4 > nor2b_1 > o31a_1 > buf_4 > a211oi_2 > buf_4 > a211oi_1 > a311oi_2 > dlygate4sd2_1.

The run finished with clean final reports. The run gives 0.0109 mm^2 for the placeable core region. Row generation in the floorplan step produced 38 rows. The maximum net fanout on the critical path was 6. Of the total synthesized cell area, the portion taken by full adders, half adders and majority gates is 48.0%.

After synthesis, the netlist uses 46 different library cells. The number of buffers added on ports is 42, and the number of instances in the placed design is 625. The synthesized netlist cell count was 406; the overall routing resource usage was 15.2%.

The number of buffers and inverters on the critical path is 7. Horizontal die dimension: 108 um. Setup repair after global routing left no endpoint under its margin. For the area of the mapped netlist, the log shows 0.00340 mm^2. Summed over all instances, the cell type with the most area after synthesis is sky130_fd_sc_hd__ha_1.

Final tally of hold violations: 0. Per STA, the worst path accumulates the most delay in the family adder cells. The number of design rule violations left after detail routing is 0, and the number of logged tool warnings is 40.

Final weighted congestion of routability-driven global placement: 0.900. The total met2 wirelength after detailed routing came out at 3980 um. The end-of-flow timing check tallies setup violations at 0.

Cell internal power was estimated by the tool at 450 uW. For the post-synthesis cell count from yosys, the log shows 406. Hold analysis shows the worst path with a depth of 5.

Entering global routing, the biggest net connects 18 pins. The cell-mix breakdown from Yosys lists the simple-gate area share as 18.5%. The script extracted a net switching power of 395 uW. The die covers 0.0117 mm^2. The worst min-delay path class was input pin to output port. The run gives 0 as the final antenna-violating net count. Combinational share of power: 100.0%. The detailed router reports a met3 wire length of 231 um.

The tools report the via count of the first global-routing pass as 2,953. Looking at the VDD voltage map, the peak drop is 93.8 uV. The synthesis report lists the most area-consuming cells as sky130_fd_sc_hd__ha_1 (25%), sky130_fd_sc_hd__fa_1 (23%), sky130_fd_sc_hd__and2_1 (7.9%). Summing all flip-flop and latch instances after layout gives 0 um^2. Dividing the synthesized area by the synthesized cell count gives 8.36 um^2. Per the final report, max-transition violations number 0. The slowest stage of the critical path is the sky130_fd_sc_hd__fa_1 cell.

In the final layout, the clock buffer count is 0. Dividing the detail-routed wire length by the instance count gives 13.1 um.
## metrics by stage
| stage | setup slack, ns | hold WS [ns] | setup TNS [ns] | util, % | cell area, um^2 |
|---|---|---|---|---|---|
| after global routing | 0.00465 | 3.73 | 0 | 41.1 | 4490 |
| after global placement | -0.708 | 4.02 | -5.12 | 39.3 | 4290 |
| final | 0.189 | 3.69 | 0 | 41.1 | 4490 |
| after CTS | 0.0000964 | 3.72 | 0 | 39.5 | 4320 |
| after floorplan | 0.151 | 2.91 | 0 | - | 3400 |
| after detailed placement | -0.798 | 4.04 | -5.75 | 39.3 | 4290 |
## worst max-delay path by stage
stage,end,start,cells past startpoint
after CTS,OUT[15],B[6],18
after global routing,OUT[14],B[2],19
final,OUT[7],B[2],18
## cell families (layout without fill, tap and decap cells)
family / Yosys count / in the layout
xor gates and xnor gates: 29 / 29
AOI/OAI and AO/OA: 73 / 73
buffers and inverters: 72 / 153
muxes: 7 / 7
adders and majority gates: 107 / 107
and+or+nand+nor: 118 / 118
## power groups by stage
stage | clock, mW | combinational [mW] | sequential, mW
6_report | 0 | 0.845 | 0
5_1_grt | 0 | 0.948 | 0
4_1_cts | 0 | 0.764 | 0
## cells in the final DEF, fill, tap and decap left out, types with 13 or more instances in the layout
master                            Yosys  layout
sky130_fd_sc_hd__inv_1               65      61
sky130_fd_sc_hd__ha_1                68      60
sky130_fd_sc_hd__buf_4                0      52
sky130_fd_sc_hd__and2_1              43      36
sky130_fd_sc_hd__fa_1                39      36
sky130_fd_sc_hd__clkdlybuf4s50_1      0      23
sky130_fd_sc_hd__xnor2_1             21      21
sky130_fd_sc_hd__nor2_1              22      20
sky130_fd_sc_hd__nand2_1             23      17
sky130_fd_sc_hd__o21ai_0             19      13
## area by class of cell
class	instances	area [um^2]
fill	1063	6440
inverter	65	244
multi-input combinational	334	3320
timing repair buffer	88	753
tap	140	175
## per-layer routing
layer / up-vias / GRT usage, %
met5: - / 0
met4: 0 / 0.965
met3: 6 / 1.17
met2: 32 / 26.1
met1: 1399 / 22.4
li1: 1516 / -
## repair_timing
| item | in CTS | in global routing |
|---|---|---|
| cloned | 0 | 0 |
| pin swaps | 17 | 36 |
| setup buffers | 0 | 3 |
| endpoints found under the setup margin | 10 | 10 |
| resized | 86 | 47 |
Power is estimated from default activity; no workload was simulated.
