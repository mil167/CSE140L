File: config.mk
export PLATFORM = sky130hd
export DESIGN_NAME = TinyCPU
export DESIGN_NICKNAME = TinyCPU
export VERILOG_FILES = /design/flow/design.v
export SDC_FILE = /design/flow/constraint.sdc
export NUM_CORES = 4
export LEC_CHECK = 1
export CORE_UTILIZATION = 50
File: constraint.sdc
current_design TinyCPU

set clk_period 17.0
set clk_io_pct 0.2

create_clock -name clk0 -period $clk_period [get_ports {Clk}]

set non_clock_inputs [all_inputs -no_clocks]
set_input_delay [expr $clk_period * $clk_io_pct] -clock clk0 $non_clock_inputs
set_output_delay [expr $clk_period * $clk_io_pct] -clock clk0 [all_outputs]
File: design.v
`timescale 1ns / 1ps
module TinyCPU(In,Clk,Result);
	input [11:0] In;
	input Clk;
	output [7:0] Result;
	wire [7:0] data;
	wire [3:0] instruction;
	wire clear,enableA,enableB,enableOut;
	wire s0,s1,s2,s3;
	wire [7:0] QoutA;
	wire [7:0] QoutB;
	wire [7:0] mux2;
	wire [7:0] mux8;
	wire [63:0] ALUout;
	BusSplit split(
		.In(In),
		.data(data),
		.instruction(instruction)
	);
	InstructionDecoder decoder(
		.instruction(instruction),
		.clear(clear),
		.enableA(enableA),
		.enableB(enableB),
		.enableOut(enableOut),
		.s0(s0),
		.s1(s1),
		.s2(s2),
		.s3(s3)
	);
	Register8bit regA(
		.D(data),
		.En(enableA),
		.Clk(Clk),
		.CLR(clear),
		.Qout(QoutA)
	);
	Mux2To1 mux21(
		.A(data),
		.B(Result),
		.Sel(s0),
		.Y(mux2)
	);
	Register8bit regB(
		.D(mux2),
		.En(enableB),
		.Clk(Clk),
		.CLR(clear),
		.Qout(QoutB)
	);
	ALU alu(
		.A(QoutA),
		.B(QoutB),
		.Out(ALUout)
	);
	Mux8To1 mux81(
		.A(ALUout[7:0]),
		.B(ALUout[15:8]),
		.C(ALUout[23:16]),
		.D(ALUout[31:24]),
		.E(ALUout[39:32]),
		.F(ALUout[47:40]),
		.G(ALUout[55:48]),
		.H(ALUout[63:56]),
		.Sel({s1,s2,s3}),
		.Y(mux8)
	);
	Register8bit regOut(
		.D(mux8),
		.En(enableOut),
		.Clk(Clk),
		.CLR(clear),
		.Qout(Result)
	);
endmodule 
module ALU(A,B,Out);
	input [7:0] A,B;
	output [63:0] Out;
	Adder add(
		.A(A),
		.B(B),
		.Out0(Out[7:0])
	);
	ShiftLeft shiftL(
		.A(A),
		.Out1(Out[15:8])
	);
	ShiftRight shiftR(
		.A(A),
		.Out2(Out[23:16])
	);
	assign Out[31:24] = A & B;
   assign Out[39:32] = A | B;
	assign Out[47:40] = A ^ B;
   assign Out[55:48] = ~(A & B);
	Comparator compare(
		.A(A),
		.B(B),
		.Out7(Out[63:56])
	);
endmodule 
module InstructionDecoder(instruction,clear,enableA,enableB,enableOut,s0,s1,s2,s3);
	input [3:0] instruction;
	output clear, enableA, enableB, enableOut, s0, s1, s2, s3;
	reg clear, enableA, enableB, enableOut, s0, s1, s2, s3;
	always@(instruction) begin 
		if(instruction == 4'b0000) begin
			clear = 1;
			enableA = 1;
			enableB = 1;
			enableOut = 1;
			s0 = 1'bx;
			s1 = 1'bx;
			s2 = 1'bx;
			s3 = 1'bx;
		end else if (instruction == 4'b0001) begin 
			clear = 0;
			enableA = 1;
			enableB = 0;
			enableOut = 0;
			s0 = 1'bx;
			s1 = 1'bx;
			s2 = 1'bx;
			s3 = 1'bx;
		end else if (instruction == 4'b0010) begin 
			clear = 0;
			enableA = 0;	
			enableB = 1;
			enableOut = 0;
			s0 = 1'b0;
			s1 = 1'bx;
			s2 = 1'bx;
			s3 = 1'bx;
		end else if (instruction == 4'b0011) begin 
			clear = 0;
			enableA = 0;
			enableB = 1;
			enableOut = 0;
			s0 = 1'b1;
			s1 = 1'bx;
			s2 = 1'bx;
			s3 = 1'bx;
		end else if (instruction == 4'b0100) begin 
			clear = 0;
			enableA = 0;
			enableB = 0;
			enableOut = 1;
			s0 = 1'bx;
			s1 = 1'b0;
			s2 = 1'b0;
			s3 = 1'b0;
		end else if (instruction == 4'b0101) begin 
			clear = 0;
			enableA = 0;
			enableB = 0;
			enableOut = 1;
			s0 = 1'bx;
			s1 = 1'b0;
			s2 = 1'b0;
			s3 = 1'b1;
		end else if (instruction == 4'b0110) begin 
			clear = 0;
			enableA = 0;
			enableB = 0;
			enableOut = 1;
			s0 = 1'bx;
			s1 = 1'b0;
			s2 = 1'b1;
			s3 = 1'b0;
		end else if (instruction == 4'b0111) begin 		
			clear = 0;
			enableA = 0;
			enableB = 0;
			enableOut = 1;
			s0 = 1'bx;
			s1 = 1'b0;
			s2 = 1'b1;
			s3 = 1'b1;
		end else if (instruction == 4'b1000) begin 
			clear = 0;
			enableA = 0;
			enableB = 0;
			enableOut = 1;
			s0 = 1'bx;
			s1 = 1'b1;
			s2 = 1'b0;
			s3 = 1'b0;
		end else if (instruction == 4'b1001) begin 
			clear = 0;
			enableA = 0;
			enableB = 0;
			enableOut = 1;
			s0 = 1'bx;
			s1 = 1'b1;
			s2 = 1'b0;
			s3 = 1'b1;
		end else if (instruction == 4'b1010) begin 
			clear = 0;
			enableA = 0;
			enableB = 0;
			enableOut = 1;
			s0 = 1'bx;
			s1 = 1'b1;
			s2 = 1'b1;
			s3 = 1'b0;
		end else if (instruction == 4'b1011) begin 
			clear = 0;
			enableA = 0;
			enableB = 0;
			enableOut = 1;
			s0 = 1'bx;
			s1 = 1'b1;
			s2 = 1'b1;
			s3 = 1'b1;
		end else begin
			clear = 0;
			enableA = 0;
			enableB = 0;
			enableOut = 0;
			s0 = 1'bx;
			s1 = 1'bx;
			s2 = 1'bx;
			s3 = 1'bx;
		end  
	end 
endmodule 
module BusSplit(In,data,instruction);
	input [11:0] In;
	output [7:0] data;
	output [3:0] instruction;
	assign data = In[7:0];
	assign instruction = In[11:8];
endmodule 
module Mux2To1(A,B,Sel,Y);
	input [7:0] A,B;
	input Sel;
	output [7:0] Y;
	assign Y = ~(Sel)*A | Sel*B;
endmodule 
module Mux8To1(A,B,C,D,E,F,G,H,Sel,Y);
	input [7:0] A,B,C,D,E,F,G,H;
	input [2:0] Sel;
	output [7:0] Y;
	wire [7:0] out1,out2,out3,out4,out5,out6;
	assign out1 = ~(Sel[0])*A | (Sel[0])*B;
	assign out2 = ~(Sel[0])*C | (Sel[0])*D;
	assign out3 = ~(Sel[0])*E | (Sel[0])*F;
	assign out4 = ~(Sel[0])*G | (Sel[0])*H;
	assign out5 = ~(Sel[1])*out1 | (Sel[1])*out2;
	assign out6 = ~(Sel[1])*out3 | (Sel[1])*out4;
	assign Y = ~(Sel[2])*out5 | (Sel[2])*out6;
endmodule 
module Adder(A,B,Out0);
	input [7:0] A,B;
	output [7:0] Out0;
	reg [7:0] Out0;
	always@(A or B) begin
		Out0 <= A + B;
	end 
endmodule 
module Comparator(A,B,Out7);
	input [7:0] A,B;
	output [7:0] Out7;
	reg [7:0] Out7;
	always@(A or B) begin 
		if(A >= B)
			Out7 <= 8'b11111111;
		else 
			Out7 <= 8'b00000000;
	end 
endmodule 
module ShiftRight(A,Out2);
	input [7:0] A;
	output [7:0] Out2;
	assign Out2 = A >> 1;
endmodule 
module ShiftLeft(A,Out1);
	input [7:0] A;
	output [7:0] Out1;
	assign Out1 = A << 1;
endmodule 
module Register8bit(D,En,Clk,CLR,Qout);
	input [7:0] D;
	input En;
	input Clk,CLR;
	output [7:0] Qout;
	reg [7:0] Qout;
	always@(posedge Clk) begin 
		if(En) begin 
			if(CLR)
				Qout <= 8'b00000000;
			else 
				Qout <= D;
		end 
	end 
endmodule 
File: run.sh
#!/bin/bash
# OpenROAD 26Q1-2900-gdf79404cd8, Yosys 0.63+post, stock flow scripts
make -C /OpenROAD-flow-scripts/flow DESIGN_CONFIG=/design/flow/config.mk WORK_HOME=/design/flow/orfs finish
==> flow_results.xml <==
<?xml version="1.0" encoding="UTF-8"?>
<metrics>
  <group name="outcome">
    <metric name="run_status" unit="">finished clean</metric>
  </group>
  <group name="setup_path">
    <metric name="setup.worst_path.start" unit="">In[11]</metric>
    <metric name="cp_capture_type" unit="">register</metric>
    <metric name="worst_r2r_endpoint" unit="">regOut.Qout[7]</metric>
    <metric name="largest_fanout_on_the_critical_path" unit="">48</metric>
    <metric name="cpLargestDelayFamily" unit="">adder cells</metric>
    <metric name="path_class" unit="">input port to register</metric>
    <metric name="crit-reg2reg-launch" unit="">regA.Qout[0]</metric>
    <metric name="arrival" unit="ps">13380</metric>
    <metric name="worstPathRequired" unit="ps">17080</metric>
    <metric name="crit_cells" unit="">37</metric>
    <metric name="cp.buffers_inverters" unit="">6</metric>
    <metric name="r2r.worst_path.cells" unit="">36</metric>
    <metric name="crit_path_frequent_cell" unit="">sky130_fd_sc_hd__ha_1</metric>
    <metric name="critical_path.max_stage_delay" unit="ps">620</metric>
    <metric name="critical-path-slowest-cell" unit="">sky130_fd_sc_hd__ha_1</metric>
    <metric name="setup.worst_path.end" unit="">regOut.Qout[7]</metric>
    <metric name="worst-r2r-setup-slack" unit="ps">6350</metric>
    <metric name="setup.worst_path.start_class" unit="">input port</metric>
  </group>
  <group name="floorplan">
    <metric name="fp.coreArea" unit="µm²">14500</metric>
    <metric name="io_pins" unit="">21</metric>
    <metric name="chipHeight" unit="µm">124</metric>
    <metric name="fp-utilization" unit="%">51.1</metric>
    <metric name="die_x" unit="µm">124</metric>
    <metric name="floorplan.die_area" unit="µm²">15300</metric>
    <metric name="num_rows" unit="">44</metric>
  </group>
  <group name="finish">
    <metric name="fin_area" unit="µm²">7890</metric>
    <metric name="fill_cell_count" unit="">1260</metric>
    <metric name="layout.area.seq" unit="µm²">721</metric>
    <metric name="synthToLayoutAreaGrowth" unit="%">6.54</metric>
    <metric name="logic_area" unit="µm²">5820</metric>
    <metric name="drive_above_1_share" unit="%">3.13</metric>
  </group>
  <group name="clock_network">
    <metric name="postCtsSetupBuffers" unit="">0</metric>
    <metric name="hold_buffers" unit="">0</metric>
    <metric name="clkSinkCount" unit="">24</metric>
    <metric name="clk_latency" unit="ps">260</metric>
    <metric name="cts.reportedPaths.clkPinSlew" unit="ps">60</metric>
    <metric name="cts_resized" unit="">0</metric>
    <metric name="cts_inserted_buffers" unit="">3</metric>
    <metric name="tritoncts" unit="">built</metric>
    <metric name="ctsRootBufferMaster" unit="">sky130_fd_sc_hd__clkbuf_16</metric>
    <metric name="cts.htree.levels" unit="">1</metric>
    <metric name="cts.path.max_buffers" unit="">2</metric>
  </group>
  <group name="synthesis">
    <metric name="synth_seq_share" unit="%">9.73</metric>
    <metric name="synth_top_cell_by_area" unit="">sky130_fd_sc_hd__ha_1</metric>
    <metric name="yosys_chip_area" unit="µm²">7400</metric>
    <metric name="most_common_library_cells_after_synthesis" unit="">sky130_fd_sc_hd__inv_1 (213), sky130_fd_sc_hd__ha_1 (146), sky130_fd_sc_hd__fa_1 (88)</metric>
    <metric name="yosysTopAreaCellShare" unit="%">24.7</metric>
    <metric name="asyncSetResetFlopFracSynth" unit="%">0</metric>
    <metric name="yosys-stat-cells" unit="">816</metric>
    <metric name="count_of_library_flops_with_an_enable_pin" unit="">24</metric>
    <metric name="netlist_instances" unit="">816</metric>
    <metric name="ys_types" unit="">59</metric>
    <metric name="synth_dominant_cell_count" unit="">sky130_fd_sc_hd__inv_1</metric>
    <metric name="top_cells_by_area" unit="">sky130_fd_sc_hd__ha_1 (25%), sky130_fd_sc_hd__fa_1 (24%), sky130_fd_sc_hd__inv_1 (11%), sky130_fd_sc_hd__edfxtp_1 (9.7%), sky130_fd_sc_hd__xnor2_1 (8.2%)</metric>
    <metric name="netlist_area" unit="µm²">7400</metric>
    <metric name="synth_top_flop_cell" unit="">sky130_fd_sc_hd__edfxtp_1</metric>
    <metric name="ys.warnings.count" unit="">4</metric>
    <metric name="synth.ff_latch_count" unit="">24</metric>
    <metric name="postSynthAreaPerCell" unit="µm²">9.07</metric>
  </group>
  <group name="detailed_routing">
    <metric name="drtAntennaViolNets" unit="">0</metric>
    <metric name="first_pass_iters" unit="">4</metric>
    <metric name="post-route-drc-count" unit="">0</metric>
    <metric name="route.antenna.diode_count" unit="">0</metric>
    <metric name="vias" unit="">5064</metric>
    <metric name="wl_per_cell" unit="µm">14.4</metric>
    <metric name="routed_via_density" unit="">4.99</metric>
    <metric name="routed_wirelength" unit="µm">14600</metric>
    <metric name="drt_iter0_drc" unit="">184</metric>
  </group>
  <group name="sta">
    <metric name="finalHoldViolations" unit="">0</metric>
    <metric name="worst_clock_skew" unit="ps">1.64</metric>
    <metric name="maxClockFrequency" unit="MHz">75.2</metric>
    <metric name="hold_slack" unit="ps">567</metric>
    <metric name="final-setup-viol-count" unit="">0</metric>
    <metric name="final_tns_setup" unit="ps">0</metric>
    <metric name="min_period_over_period" unit="%">78.2</metric>
    <metric name="worst_slack" unit="ps">3700</metric>
    <metric name="slew_viol_final" unit="">0</metric>
    <metric name="finalCriticalPeriod" unit="ps">13300</metric>
    <metric name="relSlewSlack" unit="%">51.8</metric>
    <metric name="rsz0062_at_grt" unit="">no</metric>
    <metric name="max_slew.worst_pin.slew" unit="ps">723</metric>
  </group>
  <group name="placed_design">
    <metric name="hpwl" unit="µm">13000</metric>
    <metric name="detailedPlace.worstSlack" unit="ps">3480</metric>
    <metric name="dpl-instance-area" unit="µm²">7810</metric>
    <metric name="place_congestion" unit="">0.907</metric>
    <metric name="buffer_ports.inserted" unit="">20</metric>
  </group>
  <group name="global_route">
    <metric name="antenna_found_initial" unit="">0</metric>
    <metric name="grt_first_pass_wirelength" unit="µm">25400</metric>
    <metric name="grt.overflow.total" unit="">0</metric>
    <metric name="largest_net_degree_at_the_start_of_global_routing" unit="">49</metric>
    <metric name="grt_usage" unit="%">22.7</metric>
    <metric name="grt_pass1_vias" unit="">5276</metric>
  </group>
  <group name="flow_run">
    <metric name="stage_log_warnings" unit="">43</metric>
    <metric name="maximum_capacitance_violations" unit="">0</metric>
  </group>
  <group name="hold_path">
    <metric name="classification_of_the_worst_slack_hold_path" unit="">register to register</metric>
  </group>
</metrics>
state kept, by name (all words and copies together), names as in the netlist:
register and cells:
regOut.Qout 8, regA.Qout 8, regB.Qout 8
worst reg2reg max path: cells and delay by family (launching register included):
kind,cells,cell delay [ps]
AOI/OAI and AO/OA,6,1050
xor gates and xnor gates,5,800
adders and majority gates,17,7180
buffers and inverters,4,400
DFF,1,450
and+or+nand+nor,4,620
metrics by stage:
stage	instances	util [%]
after detailed placement	1010	53.9
after floorplan	816	-
after global placement	1010	53.9
final	1014	54.5
after CTS	1014	54.5
after global routing	1014	54.5
area by class of cell:
type,instances,share of cell area [%]
clock buffers,3,0.952
clock inverters,1,0.0476
inverters,213,10.1
multi-input cells,564,73.8
flip-flops and latches,24,9.14
well taps,184,2.92
repair buffers,25,3.01
kinds of logic (layout without fill, tap and decap cells):
kind of cell,Yosys count,after routing,synth area share [%]
XOR/XNOR,94,94,12.3
buffers and inverters,228,242,11.8
adder cells (fa/ha/maj),234,234,48.5
AND/OR/NAND/NOR,120,120,7.98
flip-flops,24,24,9.73
AND-OR/OR-AND,116,116,9.78
per-layer routing:
| metal | wire (µm) | GRT usage, % | vias up |
|---|---|---|---|
| met5 | 0 | 0 | - |
| met4 | 46 | 0.678 | 0 |
| met3 | 730 | 4.21 | 4 |
| met2 | 6980 | 36.6 | 103 |
| met1 | 6830 | 35.4 | 2377 |
| li1 | - | - | 2580 |
worst min-delay path by stage:
stage	from	to	slack (ps)	depth (start not counted)
after CTS	regOut.Qout[0]	regB.Qout[0]	570	2
after global routing	regOut.Qout[0]	regB.Qout[0]	630	2
final	regOut.Qout[0]	regB.Qout[0]	570	2
layout by cell type (no fill, tap or decap), types with 18 or more instances in the layout:
cell and count:
sky130_fd_sc_hd__nor2_1 65, sky130_fd_sc_hd__a21oi_1 55, sky130_fd_sc_hd__clkdlybuf4s50_1 20, sky130_fd_sc_hd__xor2_1 19, sky130_fd_sc_hd__inv_1 213, sky130_fd_sc_hd__a21o_1 18, sky130_fd_sc_hd__edfxtp_1 24, sky130_fd_sc_hd__ha_1 146
sky130_fd_sc_hd__xnor2_1 69, sky130_fd_sc_hd__fa_1 88
