===== run.sh =====
#!/bin/bash
# OpenROAD 26Q1-2900-gdf79404cd8, Yosys 0.63+post, stock flow scripts
make -C /OpenROAD-flow-scripts/flow DESIGN_CONFIG=/design/flow/config.mk WORK_HOME=/design/flow/orfs finish

===== config.mk =====
export PLATFORM = sky130hd
export DESIGN_NAME = ripple_carry
export DESIGN_NICKNAME = ripple_carry
export VERILOG_FILES = /design/flow/design.v
export SDC_FILE = /design/flow/constraint.sdc
export NUM_CORES = 4
export LEC_CHECK = 1
export CORE_AREA = 10 10 70 70
export DIE_AREA = 0 0 80 80

===== constraint.sdc =====
current_design ripple_carry

set clk_period 5.0
set clk_io_pct 0.2

create_clock -name clk0 -period $clk_period

set non_clock_inputs [all_inputs -no_clocks]
set_input_delay [expr $clk_period * $clk_io_pct] -clock clk0 $non_clock_inputs
set_output_delay [expr $clk_period * $clk_io_pct] -clock clk0 [all_outputs]

===== design.v =====
`timescale 1ns / 1ps
module full_adder(A,B,Cin,S,Cout);
	input A;
	input B;
	input Cin;
	output S;
	output Cout;
	wire S1;
	wire C1;
	wire C2;
	half_adder ha1 (
		.A(A),
		.B(B),
		.S(S1),
		.C(C1)
	);
	half_adder ha2 (
		.A(S1),
		.B(Cin),
		.S(S),
		.C(C2)
	);
	assign Cout = C1 | C2;
	endmodule 
`timescale 1ns / 1ps
module half_adder(A,B,S,C);
	input A,B;
	output S,C;
	assign S = A^B;
	assign C = A&B;
endmodule 
`timescale 1ns / 1ps
module ripple_carry(A3,A2,A1,A0,B3,B2,B1,B0,Cin,S0,S1,S2,S3,Cout3);
	input A0,A1,A2,A3; 
	input B0,B1,B2,B3;
	input Cin;
	wire Cout0;
	wire Cout1;
	wire Cout2;
	output S0,S1,S2,S3,Cout3;
	full_adder fa1(
		.A(A0),
		.B(B0),
		.Cin(Cin),
		.S(S0),
		.Cout(Cout0)
	);
	full_adder fa2(
		.A(A1),
		.B(B1),
		.Cin(Cout0),
		.S(S1),
		.Cout(Cout1)
	);
	full_adder fa3(
		.A(A2),
		.B(B2),
		.Cin(Cout1),
		.S(S2),
		.Cout(Cout2)
	);
	full_adder fa4(
		.A(A3),
		.B(B3),
		.Cin(Cout2),
		.S(S3),
		.Cout(Cout3)
	);
endmodule 

==> results_dict.tcl <==
# implementation run metrics
set metrics [dict create \
    dp_hpwl_um 428 \
    slew_headroom 0.927 \
    synth_cell_types 2 \
    finalHoldViolations 0 \
    grt_max_degree 2 \
    wirelength_um 427 \
    die_w_um 80 \
    drive_above_1_share 0 \
    numPortBuffers 14 \
    ir_drop_v 0.0000331 \
    ant_nets 0 \
    crit_buf_inv 6 \
    flop_area_um2 0 \
    cpPeakStageDelay_ns 0.46 \
    top_area_cell "fa_1" \
    lay_top_count "clkdlybuf4s50_1" \
    grt-ovfl-total 0 \
    top_cell_area_share 0.681 \
    total_power_mw 0.0285 \
    chipArea_um2 6400 \
    fin_setup_tns_ns 0 \
    grt_first_pass_wirelength_um 662 \
    via_count 125 \
    post-place-ws_ns 0.485 \
    flop-count 0 \
    cp_data_required_time_ns 4.00 \
    warnings 32 \
    p_leak_nw 0.137 \
    crit_slowest_cell "clkdlybuf4s50_1" \
    startpoint_type "input pin" \
    mostFrequentLayoutCells "14 x clkdlybuf4s50_1, 10 x inv_1, 4 x fa_1" \
    hp-class "in -> out" \
    postCtsResizedCells 0 \
    power.density_nw_per_um2 90.4 \
    die_h_um 80 \
    critPathTopFamily "adder cells" \
    boundaryPins 14 \
    ys_sh_adder 0.681 \
    path_cells "clkdlybuf4s50_1, inv_1, fa_1, inv_1, fa_1, fa_1, inv_1, fa_1, inv_1, clkdlybuf4s50_1" \
    outcome "completed" \
    slew_viol_final 0 \
    post_cts_buffers 0 \
    avgSynthCellArea_um2 8.40 \
    crit_path_end_kind "primary output" \
    ys_seq_share 0 \
    grt_pass1_vias 137 \
    fp-row-count 21 \
    syn_inst 14 \
    wl_per_cell_um 5.77 \
    antenna_found_initial 0 \
    post-route-min-period_ns 4.47 \
    netlist_area_um2 118 \
    cts_hold_buf 0 \
    yosys_warnings 0 \
    top_logic_kind "adder cells" \
    ys_sh_aoi 0 \
    nFillCells 398 \
    synth.area.top_cells "fa_1 68%, inv_1 32%" \
    drc 0 \
    finalSetupViolations 0 \
    tightest_slew_ns 0.109 \
    yosys_cells 14 \
    post-route-period-util 0.893 \
    antenna_cells 0 \
    fin_ws_ns 0.535 \
    final_util 0.0923 \
    cp.arrival_ns 3.47 \
    rsz0062_at_grt "false" \
    dpl_cell_area_um2 315 \
    maxClockFrequency_mhz 224 \
    worstPathMaxFanout 1 \
    critical_path_class "in -> out" \
    grt_util_all_layers 0.0130 \
    maxCapViolCount 0 \
    ys_sh_xor 0 \
    yosysChipArea_um2 118 \
    core_util_floorplan 0.0344 \
    core_um2 3420 \
    gp_congestion 0.793 \
    synthMuxAreaShare 0 \
    area_delta_synth_final_pct 168 \
    drt_iter0_drc 0 \
    final_area_um2 315 \
    first_pass_iters 1 \
    clkbuf_count 0 \
    via_per_inst 1.69 \
    simple_gate_share 0 \
]
==> per-layer routing <==
| metal | global-route usage | part of all wire | vias to the layer above |
|---|---|---|---|
| met5 | 0 | 0 | - |
| met4 | 0 | 0 | 0 |
| met3 | 0.0114 | 0.31 | 0 |
| met2 | 0.0169 | 0.29 | 13 |
| met1 | 0.0167 | 0.40 | 52 |
| li1 | - | - | 60 |
==> path summary, 6_finish.rpt <==
kind  from     to  slack (ns)  cells past startpoint
min     B3  Cout3        3.06                      5
max     A0     S3        0.53                     10
==> metrics by stage <==
stage / instances / hold slack [ns]
finish: 74 / 3.06
global route: 74 / 3.12
CTS: 74 / 3.07
detailed placement: 74 / 3.07
global placement: 74 / 3.04
floorplan: 14 / 2.11
==> cell families (layout without fill, tap and decap cells) <==
kind of cell / count (synthesis) / after routing
buffers and inverters: 10 / 24
adder cells (fa/ha/maj): 4 / 4
==> synth_stat cells <==
master   n
inv_1   10
fa_1     4
==> power by group <==
part	switching, mW	total [mW]	internal, mW
clock network	0	0	0
registers	0	0	0
logic	0.00795	0.0285	0.0206
==> final cells by class <==
type               instances  area [um2]  area share
inverters                 10        37.5       0.119
repair buffers            14         140       0.444
multi-input cells          4        80.1       0.254
well taps                 46        57.6       0.183
Power figures rest on the tool's default switching activity, not on a simulated workload.
